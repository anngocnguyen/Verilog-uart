===== flow/design.v =====
module baud_gen
    #(parameter
        f_clk = 50_000_000,
        f_baud = 38400
    )
    (
        input clk, reset,
        output oTick
    );
    localparam [7:0] count_max = f_clk/(f_baud*16); 
    reg [7:0] count_reg, count_next;
    reg tick;
    always@(posedge clk, posedge reset) begin
        if(reset) begin
            count_reg <= count_max;
        end
        else begin
            count_reg <= count_next;
        end
    end
    always@* begin
        count_next = count_reg - 1;
        tick = 1'b0;
        if(count_reg == 0) begin
            count_next = count_max;
            tick = 1'b1;
        end
    end
    assign oTick = tick;
endmodule
module fifo
    #(parameter
        B = 8,  
        W = 4   
    )
    (    
        input clk, reset,
        input w_en,
        input [B-1:0] w_data,
        output w_full,
        input r_en,
        output [B-1:0] r_data,
        output r_empty
    );
    reg [B-1:0] array_reg [W**2-1:0];
    reg full_reg, full_next;
    reg empty_reg, empty_next;
    reg [W-1:0] w_ptr_next, w_ptr_reg, w_ptr_succ;
    reg [W-1:0] r_ptr_next, r_ptr_reg, r_ptr_succ;
    wire w_enable;
    always@(posedge clk, posedge reset) begin
        if(reset) begin
            w_ptr_reg <= 0;
            r_ptr_reg <= 0;
            full_reg <= 1'b0;
            empty_reg <= 1'b1;
        end  
        else begin
            w_ptr_reg <= w_ptr_next;
            r_ptr_reg <= r_ptr_next;
            full_reg <= full_next;
            empty_reg <= empty_next;
        end  
    end  
    always@* begin
        w_ptr_succ = w_ptr_reg + 1;
        r_ptr_succ = r_ptr_reg + 1;
        w_ptr_next = w_ptr_reg;
        r_ptr_next = r_ptr_reg;
        full_next = full_reg;
        empty_next = empty_reg;
        case ({w_en, r_en})
            2'b00: begin  
				end
            2'b01: begin  
                if(~empty_reg) begin
                    r_ptr_next = r_ptr_succ;
                    full_next = 1'b0;
                    if(r_ptr_succ==w_ptr_reg)
                        empty_next = 1'b1;
                end  
				end  
            2'b10: begin  
                if(~full_reg) begin
                    w_ptr_next = w_ptr_succ;
                    empty_next = 1'b0;
                    if(w_ptr_succ==r_ptr_reg)
                        full_next = 1'b1;
                end  
				end  
            default: begin 
                w_ptr_next = w_ptr_succ;
                w_ptr_next = w_ptr_succ;
				end  
        endcase
    end  
    assign r_empty = empty_reg;
    assign w_full = full_reg;
    assign w_enable = (w_en & ~full_reg);
    always@(posedge clk) begin
        if (w_enable)
            array_reg[w_ptr_reg] <= w_data;
    end
    assign r_data = array_reg[r_ptr_reg];
endmodule
module rx_uart 
    (
        input clk, reset,
        input iRX,
        input iBaud_tick,
        output oDone_tick,
        output oErr,
        output [7:0] oData
    );
    localparam  s_idle = 0,
                s_start = 1,
                s_receive = 2,
                s_stop = 3,
                s_err = 4;
    reg [3:0] state_reg, state_next;
    reg [7:0] bit_count_reg, bit_count_next;
    reg [7:0] baud_count_reg, baud_count_next;
    reg done_tick;
    reg err;
    reg [7:0] data_reg, data_next;
    always@(posedge clk, posedge reset) begin
        if(reset) begin
            state_reg <= s_idle;
            bit_count_reg <= 7;
            baud_count_reg <= 7;
            data_reg <= 'b0;
        end
        else begin
            state_reg <= state_next;
            bit_count_reg <= bit_count_next;
            baud_count_reg <= baud_count_next;
            data_reg <= data_next;
        end
    end
    always@* begin
        state_next = state_reg;
        bit_count_next = bit_count_reg;
        baud_count_next = baud_count_reg;
        data_next = data_reg;
        done_tick = 1'b0;
        err = 1'b0;
        if(iBaud_tick) begin
            case(state_reg)
                s_idle: begin  
                    if (~iRX) begin
                        state_next = s_start;
                        baud_count_next = 7;
                    end
                end
                s_start: begin  
                    if(baud_count_reg == 0) begin
                        state_next = s_receive;
                        baud_count_next = 8'd15;
                        bit_count_next = 8'd7;
                    end
                    else begin
                        baud_count_next = baud_count_reg - 8'd1;
                    end
                end
                s_receive: begin  
                    if(baud_count_reg == 0) begin
                        baud_count_next = 8'd15;
                        data_next = {iRX, data_reg[7:1]};  
                        if(bit_count_reg == 0) begin 
                            state_next = s_stop;
                        end
                        else begin 
                            bit_count_next = bit_count_reg - 8'd1;
                        end
                    end
                    else begin
                        baud_count_next = baud_count_reg - 8'd1;
                    end
                end
                s_stop: begin  
                    if(baud_count_reg == 0) begin
                        state_next = s_idle;
                        done_tick = 1'b1;
                    end
                    else begin
                        baud_count_next = baud_count_reg - 8'd1;
                    end
                end
                s_err: begin  
                    err = 1'b1;
                end
            endcase
        end
    end
    assign oDone_tick = done_tick;
    assign oErr = err;
    assign oData = data_reg;
endmodule
module tx_uart 
    (
        input clk, reset,
        output oTX,
        input iBaud_tick,
        output oDone_tick,
        output oErr,
        input [7:0] iData,
        input iStart 
    );
    localparam  s_idle = 0,
                s_start = 1,
                s_tranmitt = 2,
                s_stop = 3,
                s_err = 4;
    reg [3:0] state_reg, state_next;
    reg [7:0] data_reg, data_next;
    reg [7:0] baud_count_reg, baud_count_next;
    reg [7:0] bit_count_reg, bit_count_next;
    reg err;
    reg done_tick;
    reg tx;
    always@(posedge clk, posedge reset) begin
        if(reset) begin
            state_reg <= s_idle;
            data_reg <= 'b0;
            baud_count_reg <= 8'd15;
            bit_count_reg <= 8'd7;
        end
        else begin
            state_reg <= state_next;
            data_reg <= data_next;
            baud_count_reg <= baud_count_next;
            bit_count_reg <= bit_count_next;
        end
    end
    always@* begin
        state_next = state_reg;
        data_next = data_reg;
        baud_count_next = baud_count_reg;
        bit_count_next = bit_count_reg;
        err = 1'b0;
        done_tick = 1'b0;
        tx = 1'b1;
        case(state_reg)
            s_idle: begin
                if(iStart) begin
                    state_next = s_start;
                    data_next = iData;
                    bit_count_next = 8'd7;
                end
            end
            s_start: begin
                tx = 1'b0;
                if(iBaud_tick) begin
                    if(baud_count_reg == 0) begin
                        baud_count_next = 8'd15;
                        state_next = s_tranmitt;
                    end
                    else begin
                        baud_count_next = baud_count_reg - 1;
                    end
                end
            end
            s_tranmitt: begin
                tx = data_reg[0];
                if(iBaud_tick) begin
                    if(baud_count_reg == 0) begin
                        baud_count_next = 8'd15;
                        data_next = {1'b0, data_reg[7:1]};
                        if(bit_count_reg == 0) begin
                            state_next = s_stop;
                        end
                        else begin
                            bit_count_next = bit_count_reg - 1;
                        end
                    end
                    else begin
                        baud_count_next = baud_count_reg - 1;
                    end
                end
            end
            s_stop: begin
                tx = 1'b1;
                if(iBaud_tick) begin
                    if(baud_count_reg == 0) begin
                        baud_count_next = 8'd15;
                        state_next = s_idle;
                        done_tick = 1'b1;
                    end
                    else begin
                        baud_count_next = baud_count_reg - 1;
                    end
                end
            end
            s_err: begin
                err = 1'b1;
            end
        endcase
    end
    assign oErr = err;
    assign oDone_tick = done_tick;
    assign oTX = tx;
endmodule
module uart_module_top
    #(parameter
        f_clk = 50_000_000,
        f_baud = 115200
    )
    (
        input clk, reset,
        input iRX,
        output oTX,
        output [7:0] rx_data,
        input rx_rd,
        output rx_empty,
        output rx_err,
        input [7:0] tx_data,
        input tx_wrt,
        output tx_full,
        output tx_err
    );
    wire baud_tick;
    wire rx_done;
    wire [7:0] rx_fifo_data;
    wire [7:0] tx_fifo_data;
    wire tx_done;
    wire tx_start;
    wire tx_fifo_empty;
    baud_gen 
    #(
        .f_clk(f_clk),
        .f_baud(f_baud)
    ) baud_gen_inst
    (
        .clk(clk),
        .reset(reset),
        .oTick(baud_tick)
    );
    rx_uart rx_uart_inst
    (
        .clk(clk), 
        .reset(reset),
        .iRX(iRX),
        .iBaud_tick(baud_tick),
        .oDone_tick(rx_done),
        .oErr(rx_err),
        .oData(rx_fifo_data)
    );
    fifo 
    #(
        .B(8),    
        .W(4)     
    ) rx_fifo_inst
    (    
        .clk(clk), 
        .reset(reset),
        .w_en(rx_done),
        .w_data(rx_fifo_data),
        .w_full(),
        .r_en(rx_rd),
        .r_data(rx_data),
        .r_empty(rx_empty)
    );
    tx_uart tx_uart_inst
    (
        .clk(clk), 
        .reset(reset),
        .oTX(oTX),
        .iBaud_tick(baud_tick),
        .oDone_tick(tx_done),
        .oErr(tx_err),
        .iData(tx_fifo_data),
        .iStart(tx_start) 
    );
    assign tx_start = ~tx_fifo_empty;
    fifo 
     #(
        .B(8),    
        .W(4)     
    ) tx_fifo_inst
    (    
        .clk(clk), 
        .reset(reset),
        .w_en(tx_wrt),
        .w_data(tx_data),
        .w_full(tx_full),
        .r_en(tx_done),
        .r_data(tx_fifo_data),
        .r_empty(tx_fifo_empty)
    );
endmodule

===== flow/run.sh =====
#!/bin/bash
# OpenROAD 26Q1-2900-gdf79404cd8, Yosys 0.63+post, stock flow scripts
make -C /OpenROAD-flow-scripts/flow DESIGN_CONFIG=/design/flow/config.mk WORK_HOME=/design/flow/orfs finish

===== flow/config.mk =====
export PLATFORM = sky130hd
export DESIGN_NAME = uart_module_top
export DESIGN_NICKNAME = uart_module_top
export VERILOG_FILES = /design/flow/design.v
export SDC_FILE = /design/flow/constraint.sdc
export NUM_CORES = 4
export LEC_CHECK = 1
export CORE_UTILIZATION = 40

===== flow/constraint.sdc =====
current_design uart_module_top

set clk_period 4.9
set clk_io_pct 0.2

create_clock -name clk0 -period $clk_period [get_ports {clk}]

set non_clock_inputs [all_inputs -no_clocks]
set_input_delay [expr $clk_period * $clk_io_pct] -clock clk0 $non_clock_inputs
set_output_delay [expr $clk_period * $clk_io_pct] -clock clk0 [all_outputs]

==> summary.rpt <==
RUN METRICS
----------------------------------------------------
[Setup path]
  Highest cell delay on the worst timing path ........................ about 0.74 ns
  Critical path required time ........................ between 3 and 4 ns
  Data arrival, critical path ........................ between 3 and 4 ns
  Crit path top cell by count ........................ sky130_fd_sc_hd__mux4_2
  Worst path slowest cell ........................ sky130_fd_sc_hd__dfrtp_2
  Worst setup path class ........................ reg2out
  Critical Path, Cell by Cell ........................ buf_4 -> mux4_2 -> mux4_2 -> clkdlybuf4s50_1
  WP buf/inv ........................ 2
  Startpoint class of the critical path ........................ register
  CP Max Fanout ........................ 18
  Delay-heaviest family, CP ........................ multiplexers
  CP endpoint kind ........................ output port

[Synth]
  Cell taking the most area after synthesis ........................ sky130_fd_sc_hd__edfxtp_1
  Leading post-synthesis cells by instance count ........................ sky130_fd_sc_hd__edfxtp_1, sky130_fd_sc_hd__mux4_2, sky130_fd_sc_hd__dfrtp_1
  Syn. warnings ........................ 4
  Yosys cell types ........................ about 66
  Chip area line of the yosys report ........................ 14,400 sq um
  Proportion of synthesized chip area in sequential cells ........................ 0.682
  Average size of a mapped cell ........................ roughly 16 sq um
  Prevailing post-synth register cell ........................ sky130_fd_sc_hd__edfxtp_1
  Top area cells in the synthesized netlist ........................ sky130_fd_sc_hd__edfxtp_1, sky130_fd_sc_hd__mux4_2, sky130_fd_sc_hd__dfrtp_1
  Synthesis-stage register bit count ........................ around 340
  Mapped cell area ........................ between 10,000 and 15,000 sq um
  Most repeated cell in the gate-level netlist after synthesis ........................ sky130_fd_sc_hd__edfxtp_1
  Async set or reset register ratio after synthesis ........................ 0.247
  Dominant cell area share ........................ 0.534
  EDFF count, synth ........................ ~260
  Synthesized netlist cell count ........................ approximately 900
  Number of cell instances after yosys synthesis ........................ between 800 and 900

[Flow run]
  Tally of max-capacitance violations ........................ 0
  Tool warning count ........................ 35

[Detailed routing]
  Number of detailed-route iterations in the first pass ........................ 22
  Final WL ........................ ~27 mm
  Antenna diode count ........................ 0
  Vias after detailed routing ........................ approximately 7,600
  Violation count after the first detailed-route iteration ........................ just over 400
  Post-DR wirelength/cell ........................ ~19 microns
  Tally of nets with antenna violations remaining after routing ........................ 0
  Post-detailed-route via-to-cell ratio ........................ 5.37
  Met3 WL post-DR ........................ 2.14 mm
  Top routing layer in use ........................ met4
  DRT met1 WL ........................ around 11 mm
  Post-route DRC violation count ........................ 0
  Met2 Wirelength ........................ approximately 13 mm

[Clock tree]
  Hold-fix buffer count after cts ........................ 0
  Skew-Pair Late Insertion Delay ........................ 0.51 ns
  Cts bufs inserted ........................ 36
  Sink Count ........................ 340
  Clock transition time at the flip-flop clock pins of the worst setup and hold paths ........................ about 0.060 ns
  Clock root buffer ........................ sky130_fd_sc_hd__clkbuf_16
  Max H-tree Level ........................ 2
  Post-CTS Resized ........................ 0
  Maximum clock path buffer count ........................ 3
  TritonCTS clock tree ........................ built
  Setup repair bufs after CTS ........................ 0

[STA]
  Clock skew ........................ 0.0183 ns
  Pin slew with the least headroom to its limit ........................ slightly below 0.9 ns
  Pins Over Slew Limit ........................ 0
  Period utilisation layout ........................ 0.822
  Final number of hold-violating endpoints ........................ 0
  Final sum of negative setup slack ........................ 0 ns
  Final-layout worst hold slack ........................ 0.468 ns
  Crit path time final ........................ ~4 ns
  Finish-stage setup viols ........................ 0
  Max Clock Freq ........................ 0.248 GHz
  Relative slew margins ........................ 0.406
  Setup repair after global routing missed its margin ........................ false
  Minimum setup slack in the final design ........................ 0.874 ns

[Pwr]
  Power per Cell Area ........................ a little under 400 nW/um^2
  Share of power burned in combinational logic ........................ 0.095
  Total power ........................ roughly 6.5 mW
  Internal ........................ roughly 5.0 mW
  Fraction of power spent switching nets ........................ 0.231
  LEAKAGE ........................ 5.34 nW
  Sequential cell fraction of total power ........................ 0.513
  Switch Pwr ........................ approximately 1.5 mW
  Largest vdd supply drop ........................ 0.000280 V
  Share of power burned in the clock network ........................ 0.393

[Place]
  Post-place instance area ........................ 15,200 sq um
  Cell count after placement ........................ between 1,000 and 1,500
  DPL Wire Length ........................ ~17 mm
  Routability Congestion ........................ about 0.84
  Worst slack at placement ........................ around 1.3 ns
  # port buffers ........................ 23

[Outcome]
  Status ........................ finished clean

[Worst hold path]
  Class of the tightest hold or removal check ........................ reg2reg

[Finish]
  Fill cell total of the finished layout ........................ between 2,000 and 3,000
  Fraction of final layout cells sized beyond drive strength 1 ........................ 0.207
  Final standard cell count with taps included and fillers excluded ........................ 1,414
  Layout overhead on the synthesized area ........................ 13.3%
  Area of all placed cells without fillers ........................ 16,300 sq um
  Core utilization of the finished layout ........................ 0.459

[Die]
  Count of pins on the block boundary ........................ 26
  Chip area ........................ between 30,000 and 40,000 sq um
  Number of rows created at floorplan ........................ between 60 and 70
  Die height ........................ about 190 microns
  Floorplan-stage core utilization ........................ 0.406
  Die X ........................ ~190 microns
  Core box area ........................ 35,500 sq um

[GRT]
  Gr ovfl total ........................ 0
  Largest net degree at the start of global routing ........................ 46
  Initial antenna violation count ........................ 0
  GRT Overall Usage ........................ 0.166
  Number of global-route vias before repair ........................ 8,080
  Global-route wire length before repair ........................ approximately 44 mm

----------------------------------------------------
## final cells by class
class / count / area, sq um / area share
Timing Repair Buffer: 43 / 380 / 0.0233
Clock inverter: 11 / 97.6 / 0.00599
Clock buffer: 50 / 1000 / 0.0616
Inverter: 26 / 98.8 / 0.00606
Sequential cell: 340 / 9820 / 0.602
Multi-Input combinational cell: 483 / 4320 / 0.265
Tap cell: 461 / 577 / 0.0354
## kinds of logic after synthesis
| group | count (synthesis) | share of synthesized area |
|---|---|---|
| AND/OR/NAND/NOR | 212 | 0.0779 |
| other | 1 | 0.000261 |
| flip-flops | 340 | 0.682 |
| AND-OR/OR-AND | 125 | 0.0564 |
| buffers and inverters | 66 | 0.0190 |
| XOR/XNOR | 37 | 0.0225 |
| multiplexers | 88 | 0.125 |
| adder cells (fa/ha/maj) | 19 | 0.0165 |
## path summary, 6_finish.rpt
kind,startpoint,to,slack (ns),cells after the start
hold / removal,baud_gen_inst.count_reg[0],baud_gen_inst.count_reg[0],0.47,1
min in group asynchronous,reset,baud_gen_inst.count_reg[5],0.92,2
max in group asynchronous,reset,rx_fifo_inst.w_ptr_reg[0],2.92,3
setup / recovery,rx_fifo_inst.r_ptr_reg[0],rx_data[7],0.87,4
hold reg to reg,baud_gen_inst.count_reg[0],baud_gen_inst.count_reg[0],0.47,1
setup reg to reg,rx_uart_inst.baud_count_reg[3],rx_fifo_inst.array_reg[6][7],1.89,5
## power groups by stage
| stage | sequential, mW | combinational (mW) | clock [mW] |
|---|---|---|---|
| global route | 3.34 | 0.677 | 2.71 |
| finish | 3.31 | 0.611 | 2.54 |
| CTS | 3.32 | 0.621 | 2.60 |
## placed cells by master, fill, tap and decap left out, types with 10 or more instances in the layout
cell                              Yosys  routed
sky130_fd_sc_hd__nand2_1             41      41
sky130_fd_sc_hd__xor2_1              19      19
sky130_fd_sc_hd__o21ai_0             27      27
sky130_fd_sc_hd__clkdlybuf4s50_1      0      23
sky130_fd_sc_hd__or3_1               10      10
sky130_fd_sc_hd__buf_4                2      20
sky130_fd_sc_hd__clkbuf_1            23      10
sky130_fd_sc_hd__a21oi_1             41      41
sky130_fd_sc_hd__nand3_1             16      16
sky130_fd_sc_hd__mux4_2              72      72
sky130_fd_sc_hd__dfstp_2             21      21
sky130_fd_sc_hd__xnor2_1             18      18
sky130_fd_sc_hd__nor3_1              20      20
sky130_fd_sc_hd__inv_1               26      25
sky130_fd_sc_hd__nor4_1              10      10
sky130_fd_sc_hd__dfrtp_1             63      61
sky130_fd_sc_hd__ha_1                19      19
sky130_fd_sc_hd__mux2_2              14      14
sky130_fd_sc_hd__nor2_1              55      55
sky130_fd_sc_hd__clkbuf_16            0      37
sky130_fd_sc_hd__a22oi_1             15      15
sky130_fd_sc_hd__edfxtp_1           256     256
## metal layers
metal  vias up  global-route usage
met4         0              0.0284
met3        42              0.0694
met5         -                   0
li1       3552                   -
met2       256               0.258
met1      3750               0.238
Power is estimated from default activity; no workload was simulated.
